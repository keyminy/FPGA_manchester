$ cat flow/design.v
module mch_enc_p2s(
    input   rst,
    input   clk,
    input   pls_1m,
    input   start,   
    input   [7:0] pd,
    output  reg sdo,done
    );
reg pl0,pl1;     
reg [7:0] pdi;
reg [3:0] cnt;
wire sd;
always@(negedge rst, posedge clk)
begin
    if (rst == 0)
        begin
            sdo <= 0;   done <= 0;   
        end
    else
        begin
            if (cnt < 8)
                sdo <= sd ^ pl1;
            else
                sdo <= 1;
            if (cnt == 7)
                done <= 1;
            else
                done <= 0;
        end
end
assign sd = pdi[7];
always@(negedge rst, posedge clk)
begin
    if (rst == 0)
        begin
            pdi <= 0;   cnt <= 15;
        end   
    else if (pl0 & ~pl1)
        if (start)
            begin
                pdi <= pd;  cnt <= 0;
            end
        else 
            begin
                pdi <= {pdi[6:0],1'b0};
                if (cnt < 7)
                    cnt <= cnt + 1;
                else
                    cnt <= 15;
            end 
end
always@(negedge rst, posedge clk)
begin
    if (rst == 0)
        begin
            pl0 <= 0;   pl1 <= 0;   
        end
    else
        begin
            pl0 <= pls_1m;  pl1 <= pl0;
        end
end
endmodule
module mch_enc_p2s_top(
    input   rst,
    input   clk,
    input   pls_1m,
    input   sync_done,
    input   [7:0] p_data,
    output  [2:0] d_sel,     
    output  reg txsdo, p2s_end
    );
reg pl0,pl1;     
reg sd0,sd1;     
reg p2s_start;
reg [5:0] cnt;
reg [7:0] pd_sel;
wire txsd,p2s_done;
always@(negedge rst, posedge clk)
begin
    if (rst == 0)
        begin
            p2s_end <= 0;   txsdo <= 1;
        end
    else 
        begin
            txsdo <= txsd;
            if (d_sel == 7)
                p2s_end <= p2s_done;  
            else
                p2s_end <= 0;
        end 
end
always@(negedge rst, posedge clk)
begin
    if (rst == 0)
        begin
            pd_sel <= 0;    p2s_start <= 0;
        end   
    else 
        begin
            pd_sel <= p_data;   
            if ((cnt[2:0] == 0) & (d_sel < 7))
                p2s_start <= 1;                
            else
                p2s_start <= 0;
        end 
end
assign d_sel = cnt[5:3];
always@(negedge rst, posedge clk)
begin
    if (rst == 0)
        cnt <= 63;   
    else 
        if (sd0 & ~sd1)
            cnt <= 0;
        else if (pl0 & ~pl1)
            if (cnt < 58)
                cnt <= cnt + 1; 
end
always@(negedge rst, posedge clk)
begin
    if (rst == 0)
        begin
            pl0 <= 0;   pl1 <= 0;   sd0 <= 0;    sd1 <= 0;
        end
    else
        begin
            sd0 <= sync_done;   sd1 <= sd0;
            pl0 <= pls_1m;  pl1 <= pl0;
        end
end
mch_enc_p2s u_mch_enc_p2s
(
.rst        (rst        ),
.clk        (clk        ),
.pls_1m     (pls_1m     ),
.start      (p2s_start  ),
.pd         (pd_sel     ),
.sdo        (txsd       ),
.done       (p2s_done   )
);
endmodule
$ cat flow/run.sh
#!/bin/bash
# OpenROAD 26Q1-2900-gdf79404cd8, Yosys 0.63+post, stock flow scripts
make -C /OpenROAD-flow-scripts/flow DESIGN_CONFIG=/design/flow/config.mk WORK_HOME=/design/flow/orfs finish
$ cat flow/constraint.sdc
current_design mch_enc_p2s_top

set clk_period 1.9
set clk_io_pct 0.2

create_clock -name clk0 -period $clk_period [get_ports {clk}]

set non_clock_inputs [all_inputs -no_clocks]
set_input_delay [expr $clk_period * $clk_io_pct] -clock clk0 $non_clock_inputs
set_output_delay [expr $clk_period * $clk_io_pct] -clock clk0 [all_outputs]
$ cat flow/config.mk
export PLATFORM = sky130hd
export DESIGN_NAME = mch_enc_p2s_top
export DESIGN_NICKNAME = mch_enc_p2s_top
export VERILOG_FILES = /design/flow/design.v
export SDC_FILE = /design/flow/constraint.sdc
export NUM_CORES = 4
export LEC_CHECK = 1
export CORE_UTILIZATION = 30
==> impl_metrics.yaml <==
# synthesis and place-and-route metrics
drt:
  dr.pass1.iters: 20
  num_vias: 906
  initialDrtViolationCount: 81
  n_antenna_cell: 0
  final_antenna_net_count: 0
  wl_per_cell_um: 11.7
  drc_errors: 0
  vias_per_cell: 4.82
  routed_wirelength_um: 2190
floorplan:
  io_pins: 17
  die_area_sq_mm: 0.00499
  core_area_sq_mm: 0.00444
  initCoreUtil: 0.318
  die_h_um: 70.6
  rows: 24
  chipWidth_um: 70.6
global_routing:
  grt_pass1_wl_um: 3900
  grt_max_degree: 36
  grt_pass1_vias: 872
  grt_antenna_before_repair: 0
  globalRouteOverflowTotal: 0
  grt_use_total: 0.0986
worst_setup_path:
  reg2reg_slack_ns: 0.42
  worst-endpoint-required_ns: 1.52
  start_kind: "register"
  endpoint_kind: "output port"
  cp_cell_sequence: "clkdlybuf4s50_1"
  cp_max_fo: 9
  critical_path_class: "register to output port"
  cp_top_family: "flip-flops"
  cp_slowest_cell: "dfstp_2"
  arrival_ns: 1.36
  cp_num_buf_inv: 1
  slowest_delay_ns: 0.60
logic_synthesis:
  ys_area_sq_mm: 0.00141
  yosysSeqAreaShare: 0.630
  synth_area_sq_mm: 0.00141
  synthDistinctLibCells: 33
  flop_cell: "dfrtp_1"
  synth_area_per_cell_sq_um: 12.0
  numSynthFlops: 35
  yosys_cells: 118
  synth-edff-count: 0
  ys.warnings.count: 2
  synthCells: 118
  synthArstFlopShare: 1.00
finish:
  lay_top_cells: "dfrtp_1 (24), clkdlybuf4s50_1 (16), nand2_1 (12)"
  layout-drive-gt1-share: 0.162
  synthToLayoutAreaGrowth_pct: 19.6
  lay_top_count: "dfrtp_1"
pwr:
  vdd_ir_drop_max_v: 0.000313
  power.density_mw_per_mm2: 961
  combPwrFrac: 0.118
  p_int_uw: 1220
  p_leak_uw: 0.000725
  p_clk_frac: 0.308
  switchingPower_uw: 401
  netSwitchingFraction: 0.247
  seq_power_share: 0.574
  p_total_uw: 1620
clock_network:
  cts_inserted_buffers: 5
  h-tree-depth: 2
  worstSkewPairLatency_ns: 0.28
  cts_hold_buf: 0
  post_cts_buffers: 0
  root_buffer: "clkbuf_8"
  cts_sinks: 35
  cts_resized: 0
  cts_tree: "yes"
  clk_pin_slew_worst_paths_ns: 0.07
  ctsLongestPathBuffers: 2
final_timing:
  tns_ns: 0
  slew_violations: 0
  tightest_slew_ns: 0.599
  hold_viol: 0
  finClkSkew_ns: 0.00666
  rsz0062_at_grt: "no"
  setup_viol: 0
  fin_crit_ns: 1.74
  slew-limit-headroom: 0.600
  whs_ns: 0.353
  finalClockPeriodUsage: 0.913
  fmax_ghz: 0.576
status:
  status: "finished clean"
place:
  port_buffers: 16
  gp_congestion: 0.807
  dp_hpwl_um: 1430
run:
  drv_cap: 0
  tool_warnings: 26
worst_hold_path:
  hold_path.class: "register to register"
registers in the layout, summed over array words and instances (netlist names):
signal              flops
cnt                     6
u_mch_enc_p2s.pdi       8
pd_sel                  8
pl0                     1
u_mch_enc_p2s.cnt       4
p2s_end                 1
pl1                     1
txsdo                   1
p2s_start               1
u_mch_enc_p2s.sdo       1
sd1                     1
sd0                     1
u_mch_enc_p2s.done      1
worst paths after layout:
kind / startpoint / to / depth (start not counted)
worst max-delay path: cnt[3] / d_sel[0] / 1
worst min-delay path: u_mch_enc_p2s.sdo / txsdo / 0
worst max register to register: cnt[1] / cnt[4] / 4
worst min register to register: u_mch_enc_p2s.sdo / txsdo / 0
max in group asynchronous: rst / u_mch_enc_p2s.cnt[0] / 2
min in group asynchronous: rst / u_mch_enc_p2s.sdo / 2
kinds of logic after synthesis:
logic type               count (synthesis)  synth area share
XOR/XNOR                                 1           0.00620
adder cells (fa/ha/maj)                  3            0.0266
AND-OR/OR-AND                           28             0.128
flip-flops                              35             0.630
AND/OR/NAND/NOR                         33             0.118
multiplexers                             7            0.0496
buffers and inverters                   11            0.0425
power groups by stage:
stage | sequential (uW) | clock [uW] | combinational, uW
after CTS | 931 | 521 | 195
final | 931 | 500 | 192
after global routing | 944 | 555 | 223
cell usage after synthesis (all sizes together), types with 2 or more instances:
master  instances  area, sq um
nand2b          3         18.8
o31ai           2         15.0
nand2          12         45.0
clkbuf          4         15.0
buf             5         37.5
o41ai           2         17.5
nand4           2         12.5
dfstp          11          289
a31oi           2         12.5
dfrtp          24          601
mux2i           7         70.1
inv             2         7.51
nor2            3         11.3
nor2b           3         18.8
a21o            2         15.0
nand3           5         25.0
o21ai           8         40.0
a21oi           6         30.0
ha              3         37.5
a211oi          2         15.0
per-layer routing:
layer | part of all wire | track usage
met1 | 0.48 | 0.160
met2 | 0.44 | 0.138
met3 | 0.061 | 0.0275
met4 | 0.015 | 0.0222
met5 | 0 | 0
final cells by class:
| class | instances | area (sq um) |
|---|---|---|
| fill | 439 | 2760 |
| sequential | 35 | 890 |
| multi-input combinational | 72 | 463 |
| timing repair buffer | 19 | 183 |
| clock buffer | 7 | 76.3 |
| tap | 52 | 65.1 |
| inverter | 2 | 7.51 |
| clock inverter | 1 | 5.00 |
through the flow:
stage | utilization | setup slack [ns] | std cells | area (sq um)
floorplan | - | 0.505 | 118 | 1410
global placement | 0.362 | 0.471 | 180 | 1610
detailed placement | 0.362 | 0.429 | 180 | 1610
CTS | 0.380 | 0.148 | 188 | 1690
global route | 0.380 | 0.115 | 188 | 1690
finish | 0.380 | 0.164 | 188 | 1690
No activity file was given, so power comes from the tool's default toggle rates.

==> design.v <==
module mch_enc_sync_gen(
    input   rst,
    input   clk,
    input   pls_1m,
    input   start,
    output  reg async,
    output  reg done
    );
reg pl0,pl1;     
reg st0,st1;     
reg [3:0] cnt;
always@(negedge rst, posedge clk)
begin
    if (rst == 0)
        begin
            async <= 1;  done <= 0;
        end   
    else if (pl0 & ~pl1)
        begin
            if (cnt < 11)
                async <= cnt[1];
            if ((cnt >= 11) & (cnt < 15))
                done <= 1;
            else
                done <= 0;
        end            
end
always@(negedge rst, posedge clk)
begin
    if (rst == 0)
        cnt <= 15;   
    else if (pl1 & ~pl0)
        if (st0 & ~st1)
            cnt <= 0;
        else if (cnt < 15)
            cnt <= cnt + 1; 
end
always@(negedge rst, posedge clk)
begin
    if (rst == 0)
        begin
            pl0 <= 0;   pl1 <= 0;   st0 <= 0;    st1 <= 0;
        end
    else
        begin
            pl0 <= pls_1m;  pl1 <= pl0;
            if (pl0 & ~pl1)
                begin
                    st0 <= start;   st1 <= st0;
                end
        end
end
endmodule
==> run.sh <==
#!/bin/bash
# OpenROAD 26Q1-2900-gdf79404cd8, Yosys 0.63+post, stock flow scripts
make -C /OpenROAD-flow-scripts/flow DESIGN_CONFIG=/design/flow/config.mk WORK_HOME=/design/flow/orfs finish
==> config.mk <==
export PLATFORM = sky130hd
export DESIGN_NAME = mch_enc_sync_gen
export DESIGN_NICKNAME = mch_enc_sync_gen
export VERILOG_FILES = /design/flow/design.v
export SDC_FILE = /design/flow/constraint.sdc
export NUM_CORES = 4
export LEC_CHECK = 1
export CORE_AREA = 10 10 75 75
export DIE_AREA = 0 0 85 85
==> constraint.sdc <==
current_design mch_enc_sync_gen

set clk_period 2.3
set clk_io_pct 0.2

create_clock -name clk0 -period $clk_period [get_ports {clk}]

set non_clock_inputs [all_inputs -no_clocks]
set_input_delay [expr $clk_period * $clk_io_pct] -clock clk0 $non_clock_inputs
set_output_delay [expr $clk_period * $clk_io_pct] -clock clk0 [all_outputs]
==> GITHUB_STEP_SUMMARY <==
### Flow metrics

| Metric | Value |
|---|---|
| Status | finished, final reports clean |
| Post-route minimum period | 1670 ps |
| Internal power consumption | 0.497 mW |
| Cell family with the largest share of critical-path delay | flip-flops |
| Element type at the critical path end | primary output |
| Floorplan utilization | 11.9% |
| Die height | 85 µm |
| Tightest hold margin | 459 ps |
| Clock share of power | 31.5% |
| Max_cap viols | 0 |
| Crit path buf inv count | 1 |
| WP data arrival | 1210 ps |
| Global Route met3 Usage | 0.771% |
| Clock Path Buffers | 2 |
| Worst Path Class, Setup | flip-flop to primary output |
| Unrepaired setup endpoints after global routing | no |
| Count of antenna diodes in the layout | 0 |
| Post-route worst setup slack | 634 ps |
| Global routing usage on met1 | 2.69% |
| Headroom to the max-slew limit | 68.2% |
| Weighted congestion reported at the end of routability-driven placement | 0.687 |
| Setup Viol. Count Final | 0 |
| Pleak | 0.239 nW |
| Final-layout setup total negative slack | 0 ps |
| Placeable Area | 4060 µm² |
| Count of buffers inserted at the top-level ports | 5 |
| Inserted Clock Buffers | 3 |
| Overflow after GRT | 0 |
| Top post-synthesis cells by area | sky130_fd_sc_hd__dfstp_2, sky130_fd_sc_hd__dfrtp_1, sky130_fd_sc_hd__mux2_2 |
| TritonCTS clock tree | done |
| Post-synth regs | 10 |
| First-pass detailed-route iteration total | 4 |
| Req. time, crit path | 1840 ps |
| Seq share, synth | 53.1% |
| Number of cell instances after yosys synthesis | 43 |
| CTS HTree Levels | 1 |
| Slowest stage cell, crit path | sky130_fd_sc_hd__dfstp_2 |
| Pwr Density | 1070 nW/µm² |
| Sequential cell fraction of total power | 45.6% |
| Library cells used by synthesis | 22 |
| Max incr delay on CP | 520 ps |
| Transition time at the pin with the least slew margin | 477 ps |
| Yosys-reported design area after synthesis | 483 µm² |
| Setup clock skew after layout | 0.610 ps |
| Top Ports | 6 |
| CTS sink cnt | 10 |
| Maximum number of pins on one net before global-route repair | 11 |
| Highest attainable clock frequency | 0.600 GHz |
| Combinational group share of total power | 22.9% |
| Number of global-route vias before repair | 321 |
| Sw power | 0.181 mW |
| Most frequent cells in the layout | sky130_fd_sc_hd__dfstp_2, sky130_fd_sc_hd__dfrtp_1, sky130_fd_sc_hd__clkdlybuf4s50_1 |
| Detailed-route wire length | 776 µm |
| Total Die Area | 7230 µm² |
| Critical path fanouts, max | 2 |
| Vias/cell | 3.44 |
| Number of hold-repair buffers added at the cts stage | 0 |
| Clock insertion delay at the later pin of the skew report | 230 ps |
| Total number of yosys warnings | 1 |
| Routed len/inst | 7.76 µm |
| Clock-pin slew on the worst setup and hold paths | 50 ps |
| Top cell type's share of synthesized area | 27.2% |
| Resized cells post-CTS | 0 |
| GRT Max-Usage Layer | met2 |
| Number of placement rows | 23 |
| Mean instance size in the synthesized netlist | 11.2 µm² |
| Summed area of non-filler cells in the final layout | 634 µm² |
| Number of hold violations in the final report | 0 |
| Clock Tree Root | sky130_fd_sc_hd__clkbuf_8 |
| Largest voltage drop on the vdd net | 353 µV |
| Final count of pins violating max slew | 0 |
| Number of cells produced by synthesis | 43 |
| Switching part of the total | 26.7% |
| Met2 routing resource usage after global routing | 3.75% |
| Class of the most critical hold timing path | flip-flop to flip-flop |
| Pre-CTS setup slack | 863 ps |
| Number of antenna violations at the first check in global routing | 0 |
| Global-route wire length before repair | 1.41 mm |
| Width of the die | 85 µm |
| Number of design rule violations left after detail routing | 0 |
| Overall fraction of global-route tracks in use | 2.25% |
| Summed instance area of the synthesized netlist | 483 µm² |
| Routed vias | 344 |
| Placed standard-cell area | 579 µm² |
| Share of layout cells above drive strength 1 | 28.0% |
| Count of warning messages emitted by the tools | 25 |
| Share of the cycle needed by the critical path after routing | 72.5% |
| Cell-by-cell listing of the critical path | clkdlybuf4s50_1 |
| Synthesis-to-layout area growth | 31.3% |
| Most area-hungry cell type in the Yosys netlist | sky130_fd_sc_hd__dfstp_2 |
| Half-perimeter wire length after detailed placement | 582 µm |
| Starting DRT DRC Count | 16 |
| Utilization after layout | 15.6% |
| Number of nets with antenna violations after detailed routing | 0 |
| Launching element type of the critical path | flip-flop |
| Buffer count from post-CTS setup fixing | 0 |
cells in the mapped netlist (all sizes together):
library cell  n
a21oi         3
o21a          1
a31oi         2
nand2b        4
a41oi         1
o21ai         3
nand3         4
dfstp         5
xor2          1
nand4         1
nor2          1
buf           2
nor2b         1
dfrtp         5
mux2          3
and3          1
nand2         4
ha            1
layer usage:
metal  up-vias  part of all wire [%]
met5         -                     0
met4         0                   1.4
met3         2                   6.1
li1        166                     -
met2        13                    50
met1       163                    42
final timing paths:
check | from | to | slack (ps) | cells past startpoint
max in group asynchronous | rst | cnt[1] | 1430 | 1
max reg2reg | cnt[1] | async | 850 | 4
min | pl0 | pl1 | 460 | 0
min in group asynchronous | rst | done | 540 | 1
max | async | async | 630 | 1
min reg2reg | pl0 | pl1 | 460 | 0
cell families (layout without fill, tap and decap cells):
| family | Yosys count | in the layout | share of synthesized area (%) |
|---|---|---|---|
| XOR/XNOR | 1 | 1 | 1.81 |
| flip-flops | 10 | 10 | 53.1 |
| adder cells (fa/ha/maj) | 1 | 1 | 2.59 |
| buffers and inverters | 2 | 9 | 3.37 |
| AND-OR/OR-AND | 10 | 10 | 12.2 |
| multiplexers | 3 | 3 | 7.77 |
| AND/OR/NAND/NOR | 16 | 16 | 19.2 |
cell type report:
type	instances	area, µm²
fillers	440	3420
well taps	50	62.6
flip-flops and latches	10	256
clock buffers	4	55.1
repair buffers	5	50.0
multi-input cells	31	210
power groups by stage:
stage | Clock (mW) | Combinational [mW] | Sequential [mW]
finish | 0.213 | 0.156 | 0.309
global route | 0.230 | 0.174 | 0.325
CTS | 0.220 | 0.158 | 0.309
stage by stage:
step / instances / power, mW
after floorplan: 43 / 0.421
after global placement: 96 / 0.463
after detailed placement: 96 / 0.469
after CTS: 100 / 0.687
after global routing: 100 / 0.729
final: 100 / 0.678
registers in the layout (all words and copies together), names as in the netlist:
name,flops
async,1
pl0,1
st0,1
done,1
cnt,4
pl1,1
st1,1
Power and IR drop assume default switching activity.
